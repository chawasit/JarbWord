## config.mk

```make
export PLATFORM = sky130hd
export DESIGN_NAME = ClockDivider
export DESIGN_NICKNAME = ClockDivider
export VERILOG_FILES = /design/flow/design.v
export SDC_FILE = /design/flow/constraint.sdc
export NUM_CORES = 4
export LEC_CHECK = 1
export CORE_AREA = 10 10 70 70
export DIE_AREA = 0 0 80 80
```

## constraint.sdc

```tcl
current_design ClockDivider

set clk_period 1.0
set clk_io_pct 0.2

create_clock -name clk0 -period $clk_period [get_ports {clk}]

set non_clock_inputs [all_inputs -no_clocks]
set_input_delay [expr $clk_period * $clk_io_pct] -clock clk0 $non_clock_inputs
set_output_delay [expr $clk_period * $clk_io_pct] -clock clk0 [all_outputs]
```

## design.v

```verilog
module ClockDivider(q, clk);
	output q;
	input clk;
	wire [8:0]d;
	T_FF clkDiv1(d[0], 1'b1, clk, 1'b0);
	T_FF clkDiv2(d[1], 1'b1, d[0], 1'b0);
	T_FF clkDiv3(d[2], 1'b1, d[1], 1'b0);
	T_FF clkDiv4(d[3], 1'b1, d[2], 1'b0);
	T_FF clkDiv5(d[4], 1'b1, d[3], 1'b0);
	T_FF clkDiv6(d[5], 1'b1, d[4], 1'b0);
	T_FF clkDiv7(d[6], 1'b1, d[5], 1'b0);
	T_FF clkDiv8(d[7], 1'b1, d[6], 1'b0);
	T_FF clkDiv9(q, 1'b1, d[7], 1'b0);
endmodule
module T_FF(q, t, clk, reset);
	output q;
	input t, clk, reset;
	wire d;
	xor x1(d,q,t);
	D_FF d1(q,d,clk,reset);
endmodule
module D_FF(q, d, clk, reset);
	output q;
	input d, clk, reset;
	reg q;
	always@ (posedge reset or negedge clk)
	if(reset)
		q <= 1'b0;
	else
		q <= d;
endmodule
```

## run.sh

```bash
#!/bin/bash
# OpenROAD 26Q1-2900-gdf79404cd8, Yosys 0.63+post, stock flow scripts
make -C /OpenROAD-flow-scripts/flow DESIGN_CONFIG=/design/flow/config.mk WORK_HOME=/design/flow/orfs finish
```

==> out/notes.md <==
## Run status
- **status** finished clean

## Logic synthesis
- **fraction of synthesized cell area taken by the top area cell type** 82.8%
- **leading area contributor after synthesis** dfxtp_1
- **top cells by instance count after synthesis** inv_1, dfxtp_1
- **most used standard cell by instance count after synthesis** inv_1
- **chip area estimate from yosys synthesis** 218 µm²
- **total standard cell area after synthesis** 218 µm²
- **post-synthesis async set-or-reset flop share** 0%
- **post-synthesis cell count from yosys** 19
- **post-synthesis sequential element count** 9
- **Mapped Avg Cell Area** 11.5 µm²
- **Top area cell types** dfxtp_1, inv_1
- **gate count after technology mapping** 19
- **predominant post-synthesis flop cell** dfxtp_1
- **count of library flops with an enable pin** 0
- **number of different library cells in the post-synthesis netlist** 2
- **fraction of the yosys area taken by sequential cells** 82.8%
- **yosys warning tally** 1

## Floorplan
- **number of rows in the core area** 21
- **initial cell density of the core** 6.37%
- **area of the placeable core** 0.00342 mm²
- **die boundary width** 80 µm
- **chip area** 0.00640 mm²
- **height of the chip** 80 µm
- **top-level I/O count** 2

## CTS
- **hold-fix buffers at CTS** 0
- **Clk Latency, worst-skew pair** 0.03 ns
- **buffers inserted during post-CTS setup optimization** 0
- **post-CTS sizing** 0
- **clock slew at the register clock pins of the worst setup and hold paths** 0.03 ns

## Drt
- **vias per cell** 1.23
- **post-route DRC violation count** 0
- **routed length per placed instance** 1.98 µm
- **number of violations reported at the end of detailed-routing iteration 0** 1
- **total iterations of the first detailed-routing run** 2
- **antenna violation net count after detailed routing** 0
- **total number of vias** 81
- **number of inserted diodes** 0
- **Routed WL** 131 µm

## Final timing
- **final number of hold-violating endpoints** 0
- **transition time of the tightest slew-check pin** 0.0632 ns
- **number of unconstrained endpoints** 9
- **post-layout minimum cycle time** 0.440 ns
- **number of register pins that no clock reaches** 8
- **max_slew headroom** 95.8%
- **share of the clock period used by the worst path after layout** 44.0%
- **final count of negative-setup-slack endpoints** 0
- **Max Slew Vio Count** 0
- **worst clock skew** 0 ns
- **final sum of negative setup slack** 0 ns
- **worst hold margin** 0.372 ns
- **setup repair after global routing missed its margin** no
- **highest attainable clock frequency** 2270 MHz

## Power and ir drop
- **Pwr Total** 0.0000543 W
- **Max rail drop VDD** 0.158 mV
- **leakage power** 0.0829 nW
- **P per Cell Area** 190 mW/mm²

## Setup path
- **Startpoint Class** register
- **crit path kind** register to register
- **category of the worst setup path capture point** register
- **biggest cell delay along the critical path** 0.29 ns
- **count of buffering cells on the critical path with inverters included** 1
- **peak fanout along the critical path** 2
- **critical-path cell list** inv_1
- **cell with the biggest individual delay on the critical path** dfxtp_1
- **critical path required time** 1.42 ns
- **CP top delay family** flip-flops
- **data arrival at the endpoint of the critical path** 0.86 ns

## Layout
- **filler-free cell count of the finished design** 66
- **Comb area** 0 µm²
- **Filler Cells Inserted** 410
- **share of final-layout standard cells stronger than drive strength 1** 0%
- **layout overhead on the synthesized area** 31.0%
- **count of multi-input gates** 0
- **post-route core utilization** 8.35%

## Place
- **number of placed instances with taps included** 66
- **Routability Congestion** 0.619
- **placed wire-length estimate after detailed placement** 128 µm
- **port bufs** 1

## GRT
- **via count of the first global-routing pass** 50
- **pin count of the biggest net entering global routing** 3
- **first-pass GRT wire length** 179 µm
- **number of antenna violations at the first check in global routing** 0
- **GRT Residual Overflow** 0
- **global router's overall resource usage** 0.302%

## Min path
- **worst min-delay path category** register to register

## Flow run
- **total of max-cap violations** 0
- **stage-log warning count** 29

-- final cells by class --
cell class            count  area [µm²]  share of cell area, %
sequential                9         180                   63.2
timing repair buffer      1        10.0                   3.51
inverter                  9        33.8                   11.8
tap                      46        57.6                   20.2
clock inverter            1        3.75                   1.32
-- stage by stage --
step / area, µm² / worst slack [ns]
final: 285 / 0.560
after global routing: 285 / 0.538
after CTS: 285 / 0.565
after detailed placement: 285 / 0.564
after global placement: 285 / 0.565
after floorplan: 218 / 0.574
-- where the power goes --
| group | internal, W | leakage, nW | total (W) | switching [W] |
|---|---|---|---|---|
| clock | 0.00000648 | 0.00533 | 0.0000140 | 0.00000749 |
| combinational | 0 | 0.00515 | 0.00000000000515 | 0 |
| sequential | 0.0000403 | 0.0725 | 0.0000403 | 0 |
| total | 0.0000468 | 0.0829 | 0.0000543 | 0.00000749 |
-- per-layer routing --
| layer | track usage, % | vias up | part of all wire [%] |
|---|---|---|---|
| met5 | 0 | - | 0 |
| met4 | 0 | 0 | 0 |
| met3 | 0.114 | 0 | 12 |
| met2 | 0.241 | 2 | 23 |
| met1 | 0.604 | 30 | 64 |
| li1 | - | 49 | - |
-- cell families (layout without fill, tap and decap cells) --
family	count (synthesis)	after routing	share of synthesized area, %
buffers and inverters	10	11	17.2
DFF	9	9	82.8
-- sequential cells by signal, summed over array words and instances (netlist names) --
register	count
clkDiv6.d1.q	1
clkDiv8.d1.q	1
clkDiv2.d1.q	1
clkDiv7.d1.q	1
clkDiv9.d1.q	1
clkDiv4.d1.q	1
clkDiv3.d1.q	1
clkDiv1.d1.q	1
clkDiv5.d1.q	1
-- worst paths after layout --
check	slack (ns)	to	startpoint	cells past startpoint
max	0.56	clkDiv1.d1.q	clkDiv1.d1.q	1
min	0.37	clkDiv1.d1.q	clkDiv1.d1.q	1
max reg2reg	0.56	clkDiv1.d1.q	clkDiv1.d1.q	1
min reg2reg	0.37	clkDiv1.d1.q	clkDiv1.d1.q	1
-- placed cells by master, fill, tap and decap left out --
cell type        count
inv_1               10
dfxtp_1              9
clkdlybuf4s50_1      1
Power figures rest on the tool's default switching activity, not on a simulated workload.
