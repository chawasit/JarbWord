[/design/flow/config.mk]
export PLATFORM = sky130hd
export DESIGN_NAME = StateBox
export DESIGN_NICKNAME = StateBox
export VERILOG_FILES = /design/flow/design.v
export SDC_FILE = /design/flow/constraint.sdc
export NUM_CORES = 4
export LEC_CHECK = 1
export CORE_AREA = 10 10 70 70
export DIE_AREA = 0 0 80 80
[/design/flow/constraint.sdc]
current_design StateBox

set clk_period 1.4
set clk_io_pct 0.2

create_clock -name clk0 -period $clk_period [get_ports {clk}]

set non_clock_inputs [all_inputs -no_clocks]
set_input_delay [expr $clk_period * $clk_io_pct] -clock clk0 $non_clock_inputs
set_output_delay [expr $clk_period * $clk_io_pct] -clock clk0 [all_outputs]
[/design/flow/design.v]
module StateBox(reset, scoreA, scoreB, problem, check1, check2, ready, greset ,clk);
	input check1, check2, ready, greset, clk;
	output [2:0] scoreA, scoreB, problem;
	output reset;
	reg reset;
	reg [2:0]scoreA, scoreB;
	reg [2:0]problem;
	reg visit;
	always @(posedge clk) begin
		if(greset) begin
			scoreA <= 3'b000;
			scoreB <= 3'b000;
			problem <= 3'b000;
			visit <= 1'b0;
		end else if(ready && ~visit) begin
			if(check1 == 1'b1) begin
				scoreA <= scoreA + 1;
			end
			if(check2 == 1'b1) begin
				scoreB <= scoreB + 1;
			end
			problem <= problem + 1;
			reset <= 1'b1;
			visit <= 1'b1;
		end else begin
			reset <= 1'b0;
			visit <= 1'b0;
		end
	end
endmodule
[/design/flow/run.sh]
#!/bin/bash
# OpenROAD 26Q1-2900-gdf79404cd8, Yosys 0.63+post, stock flow scripts
make -C /OpenROAD-flow-scripts/flow DESIGN_CONFIG=/design/flow/config.mk WORK_HOME=/design/flow/orfs finish
==> datasheet_impl.txt <==
Physical implementation characteristics

Parameter                              Value

Critical path
  Buffers and inverters on the worst path    1
  Type of origin of the critical path    flip-flop
  Crit Path Category    reg -> out
  Crit path cell chain    clkdlybuf4s50_1
  Req. time, crit path    1.12 ns
  Delay of the slowest critical-path stage    0.48 ns
  Endpoint type of the worst setup path    output port
  Maximum fanout encountered on the critical timing path    3
  Cell with the largest stage delay on the worst path    clkdlybuf4s50_1
  Endpoint arrival time on the critical path    1.08 ns
  Top Family by Delay on Critical Path    buffers and inverters

Power
  Worst vdd rail ir drop    0.2355 mV
  Int Power    513.5 uW
  Ratio of total power to cell area    908.2 nW/um^2
  Register share of total power    0.527
  Relative contribution of the clock network to total power    0.319
  Net Switching    148.9 uW
  Relative contribution of combinational cells to total power    0.154
  P_leak    0.3330 nW
  Fraction of power spent switching nets    0.2248

Synthesis
  Cell Type Count    17
  Register bit count reported by yosys    11
  Top flip-flop cell by instance count after synthesis    dfxtp_1
  Mean instance size in the synthesized netlist    10.32 um^2
  Number of enable-type register cells in the synthesized netlist    1
  Share of flip-flops with an asynchronous set or reset after synthesis    0
  Mapped Area    454.2 um^2
  Count of mapped cells out of synthesis    44
  Share of the yosys chip area belonging to registers    0.5069
  Synthesis area per yosys    454.2 um^2
  Number of warnings issued by yosys    1
  Cells in synth_stat.txt    44

Final layout
  Footprint of the multi-input gates    207.7 um^2
  Seq. cell area    241.5 um^2
  Post-layout util    0.2136
  Leading cell types in the layout, fill and taps excluded    clkdlybuf4s50_1 (11), dfxtp_2 (9), nor2_1 (7)
  Fraction of final layout cells with drive strength greater than 1    0.2879
  Most numerous logic cell after layout    clkdlybuf4s50_1
  Fill cell instance count of the final layout    380
  Area added between synthesis and finish    60.61%

Timing
  Highest achievable clock rate    736.9 MHz
  Count of endpoints failing setup in the final report    0
  Hold violation total from the final report    0
  Final tally of max-slew violations    0
  Hold Worst Slack    0.4707 ns
  Slew HR    0.9130
  Fin crit share    0.9694
  Max Clock Skew    0.0009671 ns
  RSZ-0062 raised after global routing    false
  Setup TNS    0 ns
  Slew of the pin with the lowest slew margin    0.1269 ns
  Fin crit period    1.357 ns

Global routing
  GRT Resource Usage Total    0.03380
  Vias in the first global route    378
  Wire length of the first global-routing pass    1731 um
  Initial antenna violation count    0
  Largest net degree at the start of global routing    10
  Gr ovfl total    0

Clock tree
  TritonCTS clock tree    yes
  Clock Sinks    11
  H-tree depth    1
  CTS Root Cell    clkbuf_4
  Clock latency on the worst-skew pair    0.26 ns
  Number of buffers on the longest clock path    2
  Register clock-pin slew on the reported worst setup and hold paths    0.07 ns
  TritonCTS buffer count    3

Detailed routing
  Pre-antenna DRT Iters    2
  DRC Markers    0
  Routed length per placed instance    9.634 um
  Final antenna diode count    0
  Routed WL    1079 um
  Detailed-route vias per instance    3.286
  Final ANT Viol Nets    0
  Vias after detailed routing    368
  Violation count after the first detailed-routing iteration    6

Floorplan
  Number of top-level pins    15
  Core Density at Floorplan    0.1330
  Die height    80 um
  Die width    80 um
  Overall die area    6400 um^2
  Core Box Area    3416 um^2
  Cell Rows    21

Min path
  Path category of the worst min-delay check    reg -> reg

Flow run
  Number of maximum-capacitance violations    0
  Log Warnings    25

Placement
  I/O Buffers    14
  Half-perimeter wire length of the detailed placement result    864.8 um
  GPL Wtd Cong    0.6763

Status
  Outcome    finished, final reports clean
[flip-flops by register name, summed over array words and instances, names as in the netlist]
signal,flops
scoreB,3
visit,1
problem,3
scoreA,3
reset,1
[final timing paths]
check / start / end / slack (ns) / cells after the start
setup / recovery: scoreB[1] / scoreB[1] / 0.04 / 1
hold / removal: scoreA[1] / scoreA[1] / 0.47 / 2
setup reg to reg: problem[0] / problem[1] / 0.37 / 4
hold reg to reg: scoreA[1] / scoreA[1] / 0.47 / 2
[synth_stat cells, types with 2 or more instances]
library cell,instances,area (um^2)
nand3b_1,3,22.52
nor2_1,7,26.28
xor2_1,5,43.79
nand3_1,2,10.01
nand2_1,2,7.510
a21oi_1,2,10.01
nand4b_1,2,17.52
ha_1,3,37.54
dfxtp_1,10,200.2
[layer usage]
metal	part of all wire	wire, um	track usage	vias to the layer above
li1	-	-	-	192
met1	0.47	506	0.04201	165
met5	0	0	0	-
met2	0.43	468	0.04815	9
met3	0.087	94	0.01932	2
met4	0.0083	9	0.01056	0
[what timing repair did]
item | 4_1_cts | 5_1_grt
buffers inserted | 0 | 2
cloned | 0 | 0
endpoints found under the setup margin | 5 | 7
hold buffers | 0 | 0
gates resized | 5 | 7
[area by class of cell]
cell class	instances	share of cell area
Tap cell	46	0.07890
Sequential cell	11	0.3310
Inverter	1	0.005146
Multi-Input combinational cell	30	0.2847
Clock buffer	4	0.03602
Timing Repair Buffer	20	0.2642
[per-stage QoR]
stage / instances / power [mW] / setup slack (ns) / area (um^2)
finish: 112 / 0.6625 / 0.04289 / 729.5
global route: 112 / 0.6956 / 0.008404 / 729.5
CTS: 110 / 0.6701 / 0.002390 / 701.9
detailed placement: 106 / 0.4511 / -0.02176 / 669.4
global placement: 106 / 0.4486 / 0.02345 / 669.4
floorplan: 44 / 0.3901 / 0.5221 / 454.2
[power by group through the flow]
| stage | sequential [mW] | clock (mW) | combinational (mW) |
|---|---|---|---|
| 6_report | 0.349 | 0.211 | 0.102 |
| 4_1_cts | 0.351 | 0.223 | 0.0967 |
| 5_1_grt | 0.352 | 0.231 | 0.113 |
[cells by family (layout without fill, tap and decap cells)]
family | after synthesis | count (layout) | synth area share
DFF | 11 | 11 | 0.5069
buffers and inverters | 3 | 25 | 0.03580
xor gates and xnor gates | 6 | 6 | 0.1157
adders and majority gates | 3 | 3 | 0.08265
and+or+nand+nor | 18 | 18 | 0.2149
AOI/OAI and AO/OA | 2 | 2 | 0.02204
muxes | 1 | 1 | 0.02204
Power and IR drop assume default switching activity.
